==> /design/flow/run.sh <==
#!/bin/bash
# OpenROAD 26Q1-2900-gdf79404cd8, Yosys 0.63+post, stock flow scripts
make -C /OpenROAD-flow-scripts/flow DESIGN_CONFIG=/design/flow/config.mk WORK_HOME=/design/flow/orfs finish
==> /design/flow/design.v <==
`timescale 1ns / 1ps
module clock_divider
    #(
        parameter int unsigned DIVISOR = 1
    )
    (
        input wire clk_in,
        output wire clk_out
    );
    int unsigned counter = 0;
    logic clk_out_reg = 0;
    assign clk_out = clk_out_reg;
    always_ff @(posedge clk_in) begin
        if (counter == (DIVISOR - 1)) begin
            counter <= 0;
            clk_out_reg <= ~clk_out_reg;
        end
        else begin
            counter <= counter + 1;
        end
    end
endmodule
`timescale 1ns / 1ps
module uart_rx_control
    #(
        parameter int unsigned BAUD_DIVISOR = 1024,
        parameter byte unsigned OVERSAMPLING = 8,
        parameter byte unsigned FRAME_SIZE = 8
    )
    (
        input wire clk,
        input wire rx,
        output wire [FRAME_SIZE - 1:0] rx_data,
        output wire rx_complete
    );
    logic rx_clk;
    clock_divider #(.DIVISOR(BAUD_DIVISOR / OVERSAMPLING / 2))
        rx_clock_divider
    (
        .clk_in(clk), .clk_out(rx_clk)
    );
    typedef enum {IDLE, START_BIT, DATA, STOP_BIT, COMPLETE} uart_state;
    uart_state state = IDLE;
    logic [FRAME_SIZE-1:0] data = 0;
    logic [FRAME_SIZE-1:0] data_working = 0;
    byte unsigned oversampler_count = 0;
    byte unsigned bit_index = 0;
    bit complete = 0;
    assign rx_data = data;
    assign rx_complete = complete;
    always @(posedge rx_clk) begin
        case (state)
            IDLE: begin
                data_working <= 0;
                oversampler_count <= 0;
                bit_index <= 0;
                complete <= 0;
                if (rx == 0) begin
                    state <= START_BIT;
                end
            end
            START_BIT: begin
                if (rx == 0) begin
                    if (oversampler_count == (OVERSAMPLING - 1) / 2) begin
                        oversampler_count <= 0;
                        state <= DATA;
                    end
                    else begin
                        oversampler_count <= oversampler_count + 1;
                    end
                end
                else begin
                    state <= IDLE;
                end
            end
            DATA: begin
                if (oversampler_count == OVERSAMPLING - 1) begin
                    oversampler_count <= 0;
                    data_working[bit_index] <= rx;
                    if (bit_index == FRAME_SIZE - 1) begin
                        state <= STOP_BIT;
                    end
                    else begin
                        bit_index <= bit_index + 1;
                    end
                end
                else begin
                    oversampler_count <= oversampler_count + 1;
                end
            end
            STOP_BIT: begin
                if (oversampler_count == OVERSAMPLING - 1) begin
                    if (rx == 1) begin
                        complete <= 1;
                        data <= data_working;
                        state <= IDLE;
                    end
                    else begin
                        state <= IDLE;
                    end
                end
                else begin
                    oversampler_count <= oversampler_count + 1;
                end
            end
        endcase
    end
endmodule
==> /design/flow/constraint.sdc <==
current_design uart_rx_control

set clk_period 4.2
set clk_io_pct 0.2

create_clock -name clk0 -period $clk_period [get_ports {clk}]

set non_clock_inputs [all_inputs -no_clocks]
set_input_delay [expr $clk_period * $clk_io_pct] -clock clk0 $non_clock_inputs
set_output_delay [expr $clk_period * $clk_io_pct] -clock clk0 [all_outputs]
==> /design/flow/config.mk <==
export PLATFORM = sky130hd
export DESIGN_NAME = uart_rx_control
export DESIGN_NICKNAME = uart_rx_control
export VERILOG_FILES = /design/flow/design.v
export SDC_FILE = /design/flow/constraint.sdc
export NUM_CORES = 4
export LEC_CHECK = 1
export CORE_UTILIZATION = 40
==> flow_summary_export.csv <==
group,metric,value,unit
critical_path,critical_path.cell_chain,"nor4_1, nand4_1, nor3_2, nor2_1, mux2_2",
critical_path,cp_max_fo,6,
route,via_count,2191,
route,viasPerCell,5.08,
yosys,synthesis.area_per_instance,10.2,sq um
route,dr_drc_count,0,
power,power,0.000596,W
critical_path,worst-path-buf-inv,0,
clock_tree,clk_path_buf_depth,2,
run,openroad.warnings,26,
yosys,ffs_w_async_s_r_synth,0,%
route,drt_pre_antenna_iters,4,
sta,worst_clk_skew,0.00491,ns
yosys,yosysChipArea,3280,sq um
power,sw_frac_of_total,18.5,%
power,clockPowerShare,46.6,%
sta,timing.final.setup_violations,0,
clock_tree,hold_buffers,0,
sta,finalClockPeriodUsage,40.5,%
critical_path,critPathRequiredTime,4.37,ns
clock_tree,insertion_delay,0.28,ns
yosys,netlist-cell-type-count,43,
yosys,ys_warn_count,2,
die,die_h,92.6,um
clock_tree,ctsResizeCount,0,
yosys,yosys.stat.seqShare,52.5,%
yosys,synth-edff-count,36,
yosys,ys_dominant_reg_cell,"edfxtp_1",
clock_tree,post_cts_setup_buffers,0,
critical_path,critical-path-top-delay-family,"simple AND/OR/NAND/NOR gates",
hold_path,worstHoldPathType,"flip-flop to flip-flop",
sta,unconstrained_endpoints,79,
die,floorplan.initialDensity,41.8,%
power,power_frac_comb,0.6,%
yosys,synthTopCellsByArea,"edfxtp_1, dfxtp_1, xnor2_1, xor2_1, nor2_1",
die,die.size.x,92.6,um
critical_path,critical_path_source_type,"flip-flop",
yosys,postSynthCellCount,321,
route,diodes,0,
yosys,synth_top_cell_by_area,"edfxtp_1",
finish,final_cell_area,3570,sq um
grt,grt.total_usage,13.4,%
critical_path,critical_path.endpoint_type,"flip-flop",
clock_tree,cts_tree,"done",
die,floorplan.core_area,7850,sq um
grt,first_global_vias,1963,
sta,unclocked_regs,35,
critical_path,setup.worst_path.class,"flip-flop to flip-flop",
outcome,status,"completed",
finish,post_route_cells_drive_above_1_share,4.56,%
die,i_o_pins,11,
finish,largest_register_ff_count,32,
power,peakVddDrop,0.203,mV
grt,grt_pass1_wl,9.16,mm
sta,fin_setup_tns,0,ns
placement,dp.final_hpwl,3.79,mm
power,internal_power,0.000485,W
grt,grt_antenna_before_repair,0,
yosys,ys_cells,321,
run,timing.max_cap.violations,0,
sta,post_route_minimum_period,1.70,ns
clock_tree,cts_inserted_buffers,5,
sta,finalMaxSlewViolations,0,
finish,share_of_the_core_filled_with_cells_in_the_final_layout,45.6,%
route,wirelength,5.23,mm
clock_tree,h-tree-depth,2,
sta,timing_hold_violations_final,0,
sta,rsz0062_at_grt,"no",
sta,tightestPinTransition,0.688,ns
critical_path,slowest_delay,0.39,ns
die,fp-row-count,32,
power,leakagePower,1.30,nW
grt,gr-total-overflow,0,
critical_path,crit_arrival,1.87,ns
grt,pin_count_of_the_biggest_net_entering_global_routing,36,
power,power-per-cell-area,167,nW/um^2
clock_tree,clock_root_cell,"clkbuf_8",
yosys,numSynthFlops,68,
placement,port-buffer-count,10,
yosys,yosys-top-cells-count,"edfxtp_1, nor2_1, nand2_1",
finish,register_name_with_the_most_flops,"rx_clock_divider.counter",
sta,max-slew-margin-rel,54.0,%
route,final_antenna_net_count,0,
yosys,synth.top_cell.area_share,32.9,%
route,avgRoutedWirePerCell,12.1,um
route,dr.first_iter.drc_count,87,
die,total_die_size,8570,sq um
finish,area_delta_synth_final,8.92,%
yosys,synthesis.area,3280,sq um
placement,gp_routability_congestion,0.844,
clock_tree,clkSlewWorstSetupHoldPaths,0.07,ns
critical_path,slowest_cell_on_crit_path,"nor3_2",
sta,finalHoldWorstSlack,0.461,ns
power,switchingPower,0.000110,W
sta,fmaxAchievable,588,MHz
power,power.sequential.fraction,52.8,%
placement,placedInstanceArea,3460,sq um
metrics by stage:
stage               std cells  setup slack (ns)
CTS                       431              2.50
global placement          423              2.52
global route              431              2.28
detailed placement        423              2.52
finish                    431              2.50
floorplan                 321              2.67
per-layer routing:
layer / wire, um / global-route usage [%]
met5: 0 / 0
met2: 2340 / 20.9
met1: 2760 / 21.7
met4: 23 / 1.17
met3: 101 / 2.17
worst paths after layout:
kind,start,endpoint,slack [ns],depth (start not counted)
worst max-delay path,rx_clock_divider.counter[11],rx_clock_divider.counter[25],2.50,5
worst min-delay path,rx_clock_divider.counter[31],rx_clock_divider.counter[31],0.46,1
worst max register to register,rx_clock_divider.counter[11],rx_clock_divider.counter[25],2.50,5
worst min register to register,rx_clock_divider.counter[31],rx_clock_divider.counter[31],0.46,1
cells in the final DEF, fill, tap and decap left out, types with 7 or more instances in the layout:
cell,instances
nand3_1,20
xnor2_1,20
o21ai_0,9
nor4_1,7
nand2_1,34
dfxtp_1,32
nand4_1,13
nor3_1,7
nor2_1,36
inv_1,7
xor2_1,19
mux2i_1,8
edfxtp_1,36
clkdlybuf4s50_1,10
and3_1,14
power groups by stage:
stage                 combinational [W]  sequential (W)  clock [W]
after CTS                    0.00000335        0.000315   0.000286
final                        0.00000333        0.000315   0.000278
after global routing         0.00000371        0.000314   0.000301
area by class of cell:
| cell class | instances | area [sq um] |
|---|---|---|
| Sequential cell | 68 | 1720 |
| Timing Repair Buffer | 11 | 108 |
| Inverter | 7 | 26.3 |
| Clock buffer | 8 | 111 |
| Fill cell | 771 | 4270 |
| Tap cell | 102 | 128 |
| Multi-Input combinational cell | 235 | 1480 |
cells by family after synthesis:
kind of cell	count (synthesis)	synth area share, %
compound gates	23	4.35
mux	10	3.13
fa+ha+maj	4	1.53
flops	68	52.5
simple gates	159	25.7
xor+xnor	39	10.4
buf+inv	18	2.44
Power is estimated from default activity; no workload was simulated.
