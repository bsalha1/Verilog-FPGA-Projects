<file path="./design.v">
`timescale 1ns / 1ps
module clock_divider
    #(
        parameter int unsigned DIVISOR = 1
    )
    (
        input wire clk_in,
        output wire clk_out
    );
    int unsigned counter = 0;
    logic clk_out_reg = 0;
    assign clk_out = clk_out_reg;
    always_ff @(posedge clk_in) begin
        if (counter == (DIVISOR - 1)) begin
            counter <= 0;
            clk_out_reg <= ~clk_out_reg;
        end
        else begin
            counter <= counter + 1;
        end
    end
endmodule
`timescale 1ns / 1ps
module uart_tx_control
    #(
        parameter int unsigned BAUD_DIVISOR = 1024,
        parameter byte unsigned FRAME_SIZE = 8
    )
    (
        input wire clk,
        output wire tx,
        input logic [FRAME_SIZE-1:0] tx_data,
        input wire tx_start
    );
    logic tx_clk;
    clock_divider #(.DIVISOR(BAUD_DIVISOR / 2))
        tx_clk_divider
    (
        .clk_in(clk), .clk_out(tx_clk)
    );
    logic tx_start_tx_clk = 0;
    longint tx_start_persistence = 0;
    always @(posedge clk) begin
        if (tx_start) begin
            tx_start_persistence <= 0;
            tx_start_tx_clk <= 1;
        end
        else begin
            if (tx_start_persistence == (BAUD_DIVISOR - 1)) begin
                tx_start_tx_clk <= 0;
            end
            else begin
                tx_start_persistence <= tx_start_persistence + 1;
            end
        end
    end
    typedef enum {IDLE, START_BIT, DATA, STOP_BIT} uart_state;
    uart_state state = IDLE;
    byte unsigned bit_index = 0;
    logic tx_out = 0;
    assign tx = tx_out;
    always @(posedge tx_clk) begin
        case (state)
            IDLE: begin
                tx_out <= 1;
                bit_index <= 0;
                if (tx_start_tx_clk == 1) begin
                    state <= START_BIT;
                end
            end
            START_BIT: begin
                tx_out <= 0;
                state <= DATA;
            end
            DATA: begin
                tx_out <= tx_data[bit_index];
                if (bit_index == (FRAME_SIZE - 1)) begin
                    state <= STOP_BIT;
                end
                else begin
                    bit_index = bit_index + 1;
                end
            end
            STOP_BIT: begin
                tx_out <= 1;
                state <= IDLE;
            end
        endcase
    end
    endmodule
</file>
<file path="./run.sh">
#!/bin/bash
# OpenROAD 26Q1-2900-gdf79404cd8, Yosys 0.63+post, stock flow scripts
make -C /OpenROAD-flow-scripts/flow DESIGN_CONFIG=/design/flow/config.mk WORK_HOME=/design/flow/orfs finish
</file>
<file path="./config.mk">
export PLATFORM = sky130hd
export DESIGN_NAME = uart_tx_control
export DESIGN_NICKNAME = uart_tx_control
export VERILOG_FILES = /design/flow/design.v
export SDC_FILE = /design/flow/constraint.sdc
export NUM_CORES = 4
export LEC_CHECK = 1
export CORE_UTILIZATION = 30
</file>
<file path="./constraint.sdc">
current_design uart_tx_control

set clk_period 11.6
set clk_io_pct 0.2

create_clock -name clk0 -period $clk_period [get_ports {clk}]

set non_clock_inputs [all_inputs -no_clocks]
set_input_delay [expr $clk_period * $clk_io_pct] -clock clk0 $non_clock_inputs
set_output_delay [expr $clk_period * $clk_io_pct] -clock clk0 [all_outputs]
</file>
==> Table 3: Implementation characteristics <==
Physical design parameters

Parameter                              Value

Routing
  Total wirelength of the detailed-routed design    just under 9000 µm
  Total number of vias    ~3700
  Post-detailed-route count of antenna-violating nets    0
  WL/cell    11.4 µm
  Remaining design rule violation count    0
  Detail-routed via count per cell    between 4 and 5
  DR pass1 iterations    4
  Diode count    0
  1st-iter DRT viols    between 200 and 250

GRT
  Largest net degree at the start of global routing    around 70
  GRT Overall Usage    0.109
  First-pass GRT wire length    15900 µm
  Total overflow reported by the global router    0
  Antenna violations before repair    0
  Number of global-route vias before repair    3524

Status
  Outcome    finished, final reports clean

Clocking
  CTS buffer count    9
  Htree depth    3
  TritonCTS clock tree    yes
  Buffer count from post-CTS setup fixing    0
  Maximum number of buffers from clock root to sink    2
  Clock-pin slew of the registers on the worst-case setup and hold paths    60 ps
  Number of buffers inserted by hold repair at cts    0
  Post-cts sizing count    0
  Clock root buffer master    sky130_fd_sc_hd__clkbuf_16
  Insertion Delay late pin    340 ps

Pwr
  Fraction of power spent switching nets    0.195
  Power density relative to cell area    between 100 and 150 nW/µm²
  Switching power of the nets    0.000125 W
  Clock network fraction of total power    0.453
  Combinational share of power    0.016
  Fraction of power consumed by sequential logic    0.531
  Internal power contribution    0.000514 W
  Worst voltage drop across the vdd grid    ~0.065 mV
  Leakage dissipation    2.00 nW

Placement
  Final HPWL DP    6020 µm
  # port buffers    10
  Place WS    ~8000 ps
  Final weighted congestion of routability-driven global placement    0.793

STA
  Post-route minimum period    about 3200 ps
  Count of endpoints without a timing constraint    22
  Total count of hold-check failures in the final report    0
  Max transition margin    0.530
  Unrepaired setup endpoints after global routing    no
  Summed negative setup slack over all endpoints    0 ps
  Transition at the pin with the smallest max-transition slack    699 ps
  Minimum setup slack in the final design    8430 ps
  Max Clock Freq    315 MHz
  Share of the clock period used by the worst path after layout    0.274
  Number of register pins that no clock reaches    11
  Post-Route Skew    7.56 ps
  Final slew viol count    0
  Endpoints failing setup    0

Die
  X dimension of the die    132 µm
  Die Height    132 µm
  Area of the core    16600 µm²
  Total die size    17500 µm²
  Boundary pin count    11
  Floorplan utilization    0.307
  Number of core rows    47

Final layout
  Commonest Layout Cell    sky130_fd_sc_hd__dfxtp_1
  Max reg flops    64
  Largest registers    tx_start_persistence (64), tx_clk_divider.counter (32), bit_index (8)
  Area growth from synthesis to layout    11.9%
  Area taken by flip-flops and latches    2300 µm²
  Fill cell total of the finished layout    1636
  Multi-input gate area    2690 µm²
  Fraction of final layout cells sized beyond drive strength 1    0.0743
  Most frequent cells in the layout    sky130_fd_sc_hd__dfxtp_1, sky130_fd_sc_hd__nor2_1, sky130_fd_sc_hd__xnor2_1
  Register with the most flip-flops    tx_start_persistence

Synth
  Largest cells by area after synthesis    sky130_fd_sc_hd__dfxtp_1, sky130_fd_sc_hd__xnor2_1, sky130_fd_sc_hd__edfxtp_1
  Mapped Cells    ~550
  Biggest area consumer among synthesized cells    sky130_fd_sc_hd__dfxtp_1
  Synth cell types    roughly 47
  Synth Register Bits    roughly 110
  FFs w/ async S/R, synth    0
  Yosys synthesis chip area    5100 µm²
  Syn Std Cell Area    5100 µm²
  Area leader share    0.381
  Post-synthesis sequential area ratio    0.452
  Flip-flop cell with the highest count after synthesis    sky130_fd_sc_hd__dfxtp_1
  # Cells Yosys    between 500 and 600
  YS warnings    2
  Post-synth tally of flip-flops with integrated enable    12
  Avg Cell Area, Syn    about 9.2 µm²

Min path
  Worst hold path type    reg2reg
  Hold-critical path depth    1

Worst setup path
  Required @ worst endpoint    11840 ps
  Setup Crit Path Kind    in2reg
  Worst reg2reg path depth    6
  Critical Path Fanout Max    around 69
  Critical path capture point type    flop
  Startpoint type of the worst setup path    input port
  Data arrival at the endpoint of the critical path    3410 ps

Run
  Count of tool warnings    28
  Max Cap Violations    0
==> power groups by stage <==
| stage | sequential, W | combinational (W) | clock, W |
|---|---|---|---|
| after CTS | 0.000339 | 0.0000104 | 0.000298 |
| after global routing | 0.000339 | 0.0000114 | 0.000314 |
| final | 0.000339 | 0.0000102 | 0.000290 |
==> synthesized netlist by cell type (2+ instances only) <==
cell                        n
sky130_fd_sc_hd__or3_1      8
sky130_fd_sc_hd__dfxtp_1   97
sky130_fd_sc_hd__edfxtp_1  12
sky130_fd_sc_hd__and2_1     8
sky130_fd_sc_hd__a21o_1     2
sky130_fd_sc_hd__buf_2      3
sky130_fd_sc_hd__and4_1     5
sky130_fd_sc_hd__nor4_4     6
sky130_fd_sc_hd__clkbuf_1   8
sky130_fd_sc_hd__nor2b_1    3
sky130_fd_sc_hd__nor2_1    79
sky130_fd_sc_hd__o21ai_0    6
sky130_fd_sc_hd__xor2_1    32
sky130_fd_sc_hd__nand2_1   49
sky130_fd_sc_hd__inv_1     12
sky130_fd_sc_hd__mux4_2     2
sky130_fd_sc_hd__nand2b_1   3
sky130_fd_sc_hd__nor3_2     2
sky130_fd_sc_hd__buf_4      2
sky130_fd_sc_hd__nor4_1    19
sky130_fd_sc_hd__mux2_2     4
sky130_fd_sc_hd__nand3_1   38
sky130_fd_sc_hd__xnor2_1   53
sky130_fd_sc_hd__a21oi_1   11
sky130_fd_sc_hd__ha_1       7
sky130_fd_sc_hd__and3_1    13
sky130_fd_sc_hd__or2_2      2
sky130_fd_sc_hd__nor3_1    22
sky130_fd_sc_hd__nand4_1   23
sky130_fd_sc_hd__nor4_2     2
sky130_fd_sc_hd__a31o_2     3
==> worst max-delay path: stages <==
cell	delay [ps]
sky130_fd_sc_hd__buf_2	70
sky130_fd_sc_hd__buf_4	530
sky130_fd_sc_hd__nand2b_1	190
sky130_fd_sc_hd__a21oi_1	40
sky130_fd_sc_hd__a31o_2	240
==> final cells by class <==
cell class                 count  share of cell area
clock inverter                 3             0.00702
multi-input combinational    417               0.471
sequential                   109               0.404
timing repair buffer          12              0.0193
clock buffer                  12              0.0432
tap                          220              0.0483
inverter                      12             0.00790
==> cells by family after synthesis <==
family | Yosys count | share of synthesized area
AND-OR/OR-AND | 28 | 0.0339
XOR/XNOR | 85 | 0.146
adder cells (fa/ha/maj) | 7 | 0.0172
buffers and inverters | 26 | 0.0214
flip-flops | 109 | 0.452
multiplexers | 7 | 0.0196
other | 1 | 0.000736
AND/OR/NAND/NOR | 289 | 0.309
==> worst paths after layout <==
check / startpoint / endpoint / slack (ps)
setup reg to reg: tx_start_persistence[14] / tx_start_persistence[4] / 8920
hold reg to reg: tx_clk_divider.counter[0] / tx_clk_divider.counter[0] / 440
setup / recovery: tx_start / tx_start_persistence[7] / 8430
hold / removal: tx_clk_divider.counter[0] / tx_clk_divider.counter[0] / 440
==> per-stage QoR <==
| stage | power, W | instances | cell area [µm²] | utilization | hold WS (ps) |
|---|---|---|---|---|---|
| 6_report | 0.000639 | 785 | 5700 | 0.344 | 441 |
| 2_1_floorplan | 0.000352 | 552 | 5100 | - | 413 |
| 3_3_place_gp | 0.000356 | 770 | 5420 | 0.327 | 427 |
| 5_1_grt | 0.000664 | 785 | 5700 | 0.344 | 464 |
| 3_5_place_dp | 0.000357 | 770 | 5420 | 0.327 | 442 |
| 4_1_cts | 0.000647 | 785 | 5700 | 0.344 | 444 |
==> metal layers <==
layer  global-route usage  wire (µm)  vias up
met4               0.0160        160        0
li1                     -          -     1939
met2                0.169       3790       45
met1                0.164       4670     1741
met3               0.0224        333       14
met5                    0          0        -
Power and IR drop assume default switching activity.
